<file path="flow/config.mk">
export PLATFORM = sky130hd
export DESIGN_NAME = riscuinho_core
export DESIGN_NICKNAME = riscuinho_core
export VERILOG_FILES = /design/flow/design.v
export SDC_FILE = /design/flow/constraint.sdc
export NUM_CORES = 4
export LEC_CHECK = 1
export CORE_UTILIZATION = 40
</file>
<file path="flow/constraint.sdc">
current_design riscuinho_core

set clk_period 281.6
set clk_io_pct 0.2

create_clock -name clk0 -period $clk_period [get_ports {clk}]

set non_clock_inputs [all_inputs -no_clocks]
set_input_delay [expr $clk_period * $clk_io_pct] -clock clk0 $non_clock_inputs
set_output_delay [expr $clk_period * $clk_io_pct] -clock clk0 [all_outputs]
</file>
<file path="flow/design.v">
module riscuinho_core #(
    parameter XLEN = 32
) (
    input wire clk,
    input wire rst_n,
    output reg [XLEN-1:0] mem_addr,
    inout wire [XLEN-1:0] mem_data,
    output reg mem_we,
    input wire [31:0] irq_lines,
    output reg [7:0] irq_ack,
    output reg fpu_req,
    input wire fpu_ack,
    output wire rs232_wr_en,
    output wire [7:0] rs232_wr_data,
    output wire rs232_rd_en,
    input wire [7:0] rs232_rd_data,
    input wire rs232_rd_valid
);
    localparam RS232_ADDR = 32'h80000000;
    reg [XLEN-1:0] regs[0:31];
    reg [XLEN-1:0] pc;
    typedef enum logic [2:0] {
        FETCH, DECODE, EXECUTE, MEM, WB, IRQ
    } state_t;
    state_t state;
    reg [31:0] instr;
    wire [6:0] opcode = instr[6:0];
    wire [4:0] rd     = instr[11:7];
    wire [2:0] funct3 = instr[14:12];
    wire [4:0] rs1    = instr[19:15];
    wire [4:0] rs2    = instr[24:20];
    wire [6:0] funct7 = instr[31:25];
    wire [XLEN-1:0] imm_i = {{20{instr[31]}}, instr[31:20]};
    wire [XLEN-1:0] imm_s = {{20{instr[31]}}, instr[31:25], instr[11:7]};
    wire [XLEN-1:0] imm_b = {{19{instr[31]}}, instr[31], instr[7], instr[30:25], instr[11:8], 1'b0};
    wire [XLEN-1:0] imm_u = {instr[31:12], 12'b0};
    wire [XLEN-1:0] imm_j = {{11{instr[31]}}, instr[31], instr[19:12], instr[20], instr[30:21], 1'b0};
    reg [XLEN-1:0] alu_a, alu_b, alu_result;
    reg alu_branch;
    reg irq_pending;
    always @(*) begin
        irq_pending = |irq_lines;
    end
    reg [2:0] fpu_op;
    reg [31:0] fpu_a, fpu_b, fpu_result;
    reg fpu_active;
    reg [XLEN-1:0] mem_data_out;
    assign mem_data = (mem_we && mem_addr != RS232_ADDR) ? mem_data_out : {XLEN{1'bz}};
    wire [XLEN-1:0] mem_data_in = mem_data;
    assign rs232_wr_en = (mem_addr == RS232_ADDR) && mem_we;
    assign rs232_wr_data = mem_data_out[7:0];
    assign rs232_rd_en = (mem_addr == RS232_ADDR) && !mem_we;
    integer i;
    always @(posedge clk or negedge rst_n) begin
        if (!rst_n) begin
            pc <= 0;
            state <= FETCH;
            mem_we <= 0;
            fpu_req <= 0;
            irq_ack <= 0;
            for (i = 0; i < 32; i = i + 1) regs[i] <= 0;
        end else begin
            case (state)
                FETCH: begin
                    mem_addr <= pc;
                    mem_we <= 0;
                    state <= DECODE;
                end
                DECODE: begin
                    instr <= mem_data_in;
                    state <= (irq_pending) ? IRQ : EXECUTE;
                end
                IRQ: begin
                    regs[1] <= pc;  
                    irq_ack <= irq_lines[7:0];
                    state <= EXECUTE;
                end
                EXECUTE: begin
                    alu_a <= regs[rs1];
                    alu_b <= (opcode == 7'b0010011 || opcode == 7'b0000011) ? imm_i : regs[rs2];
                    case (opcode)
                        7'b0110011: begin  
                            case ({funct7, funct3})
                                {7'b0000000, 3'b000}: alu_result <= regs[rs1] + regs[rs2];  
                                {7'b0100000, 3'b000}: alu_result <= regs[rs1] - regs[rs2];  
                                {7'b0000000, 3'b111}: alu_result <= regs[rs1] & regs[rs2];  
                                {7'b0000000, 3'b110}: alu_result <= regs[rs1] | regs[rs2];  
                                {7'b0000000, 3'b100}: alu_result <= regs[rs1] ^ regs[rs2];  
                                {7'b0000001, 3'b000}: alu_result <= $signed(regs[rs1]) * $signed(regs[rs2]);  
                                {7'b0000001, 3'b001}: alu_result <= ($signed(regs[rs1]) * $signed(regs[rs2])) >>> 32;  
                                {7'b0000001, 3'b010}: alu_result <= ($signed(regs[rs1]) * $signed(regs[rs2])) >> 32;  
                                {7'b0000001, 3'b011}: alu_result <= (regs[rs1] * regs[rs2]) >> 32;  
                                {7'b0000001, 3'b100}: alu_result <= (regs[rs2] != 0) ? $signed(regs[rs1]) / $signed(regs[rs2]) : 32'hFFFFFFFF;  
                                {7'b0000001, 3'b101}: alu_result <= (regs[rs2] != 0) ? regs[rs1] / regs[rs2] : 32'hFFFFFFFF;  
                                {7'b0000001, 3'b110}: alu_result <= (regs[rs2] != 0) ? $signed(regs[rs1]) % $signed(regs[rs2]) : regs[rs1];  
                                {7'b0000001, 3'b111}: alu_result <= (regs[rs2] != 0) ? regs[rs1] % regs[rs2] : regs[rs1];  
                                default: alu_result <= 0;
                            endcase
                            state <= WB;
                        end
                        7'b0010011: begin  
                            case (funct3)
                                3'b000: alu_result <= regs[rs1] + imm_i;  
                                3'b111: alu_result <= regs[rs1] & imm_i;  
                                3'b110: alu_result <= regs[rs1] | imm_i;  
                                3'b100: alu_result <= regs[rs1] ^ imm_i;  
                                default: alu_result <= 0;
                            endcase
                            state <= WB;
                        end
                        7'b0000011: begin  
                            mem_addr <= regs[rs1] + imm_i;
                            mem_we <= 0;
                            state <= MEM;
                        end
                        7'b0100011: begin  
                            mem_addr <= regs[rs1] + imm_s;
                            mem_data_out <= regs[rs2];
                            mem_we <= 1;
                            state <= FETCH;
                            pc <= pc + 4;
                        end
                        7'b1100011: begin  
                            alu_branch <= (regs[rs1] == regs[rs2]);
                            state <= WB;
                        end
                        7'b1101111: begin  
                            regs[rd] <= pc + 4;
                            pc <= pc + imm_j;
                            state <= FETCH;
                        end
                        7'b1100111: begin  
                            regs[rd] <= pc + 4;
                            pc <= (regs[rs1] + imm_i) & ~1;
                            state <= FETCH;
                        end
                        7'b0110111: begin  
                            alu_result <= imm_u;
                            state <= WB;
                        end
                        7'b0001111: begin  
                            state <= FETCH;
                            pc <= pc + 4;
                        end
                        7'b1010011: begin  
                            fpu_a <= regs[rs1];
                            fpu_b <= regs[rs2];
                            fpu_op <= funct3;
                            fpu_req <= 1;
                            fpu_active <= 1;
                            state <= MEM;
                        end
                        default: begin
                            state <= FETCH;
                            pc <= pc + 4;
                        end
                    endcase
                end
                MEM: begin
                    if (opcode == 7'b0000011) begin  
                        if (mem_addr == RS232_ADDR) begin
                            if (rs232_rd_valid)
                                regs[rd] <= {24'b0, rs232_rd_data};
                            else
                                regs[rd] <= 32'b0;  
                        end else begin
                            regs[rd] <= mem_data_in;
                        end
                        pc <= pc + 4;
                        state <= FETCH;
                    end else if (opcode == 7'b0100011) begin  
                        pc <= pc + 4;
                        state <= FETCH;
                    end else if (opcode == 7'b1010011 && fpu_active) begin  
                        if (fpu_ack) begin
                            regs[rd] <= fpu_result;
                            fpu_req <= 0;
                            fpu_active <= 0;
                            pc <= pc + 4;
                            state <= FETCH;
                        end
                    end else begin
                        state <= FETCH;
                        pc <= pc + 4;
                    end
                end
                WB: begin
                    if (opcode == 7'b0110011 || opcode == 7'b0010011 || opcode == 7'b0110111) begin
                        regs[rd] <= alu_result;
                        pc <= pc + 4;
                    end else if (opcode == 7'b1100011) begin  
                        if (alu_branch)
                            pc <= pc + imm_b;
                        else
                            pc <= pc + 4;
                    end
                    state <= FETCH;
                end
                default: state <= FETCH;
            endcase
        end
    end
endmodule
</file>
<file path="flow/run.sh">
#!/bin/bash
# OpenROAD 26Q1-2900-gdf79404cd8, Yosys 0.63+post, stock flow scripts
make -C /OpenROAD-flow-scripts/flow DESIGN_CONFIG=/design/flow/config.mk WORK_HOME=/design/flow/orfs finish
</file>
==> highlights.md <==
- total CTS buffers: 150
- placement-stage worst setup slack: 168410 ps
- # port buffers: 95
- number of placed instances with taps included: 18202
- die span in y: 539.6 um
- I/O pin count: 128
- primary flip-flop cell chosen by synthesis mapping: dfrtp_1
- Detail Placement HPWL: 565200 um
- Die Span X: 539.6 um
- dominant cell type by area after synthesis: dfrtp_1
- Exit stage: clock tree synthesis (4_1_cts)
- Cell area leaders: dfrtp_1 23%, ha_1 9.6%, fa_1 7.2%
- clock tree sinks: 1201
- clock tree root buffer cell: clkbuf_16
- post-cts resize count: 0
- flops out of synthesis: 1201
- Error Message: [error] [KeplerFormal.cpp:679] Workflow failed: Iso has multiple drivers: .mem_data19, mem_data[19]$_DFFE_PP_.Q0
- Distinct lib cells used: 111
- number of warnings printed during yosys synthesis: 35
- area share, top type: 23.16%
- share of the yosys chip area belonging to registers: 26.56%
- Post-CTS Repair Setup Buffers: 0
- number of enable-type register cells in the synthesized netlist: 130
- Max clock buf depth: 4
- share of flip-flops with an asynchronous set or reset: 89.18%
- CTS H-Tree Depth: 4
- cells in synth_stat.txt: 14532
- number of cells produced by synthesis: 14532
- number of placement rows: 197
- run status: did not finish
- # hold bufs at CTS: 0
- GPL Wtd Cong: 1.165
- effective utilization at floorplan: 40.19%
- combined area of all synthesized cells: 115600 sq um
- chip area estimate from yosys synthesis: 115600 sq um
- Syn Area/Cell: 7.955 sq um
-- logic make-up after synthesis --
family	after synthesis	synth area share, %
simple gates	5297	21.29
compound gates	4162	23.04
buf+inv	1792	6.081
fa+ha+maj	1305	16.81
flops	1201	26.56
xor+xnor	584	4.425
mux	191	1.791
-- Yosys cell counts, drive strengths merged (66+ instances only) --
cell type,instances
inv,817
nand4,274
nor4,113
nor2b,107
o21ai,1311
nor3,304
a2111oi,79
ha,891
a211oi,75
and3,263
o21bai,73
a22oi,445
fa,414
a22o,93
a21o,217
dfrtp,1070
xnor2,397
nor2,1222
nand2,1866
mux2,124
a21oi,913
a31oi,98
o21a,190
clkbuf,778
nand3,666
or3,109
a221oi,101
o211ai,73
buf,184
edfxtp,130
nand2b,89
xor2,187
and2,66
mux2i,67
-- stage by stage --
stage,util (%),total power [W],area (sq um)
detailed placement,43.22,0.001469,124300
global placement,43.22,0.001489,124300
floorplan,-,0.0009792,115600
No activity file was given, so power comes from the tool's default toggle rates.
